[flow/config.mk]
export PLATFORM = sky130hd
export DESIGN_NAME = UART_MEM
export DESIGN_NICKNAME = UART_MEM
export VERILOG_FILES = /design/flow/design.v
export SDC_FILE = /design/flow/constraint.sdc
export NUM_CORES = 4
export LEC_CHECK = 1
export CORE_UTILIZATION = 50
export SYNTH_MEMORY_MAX_BITS = 65536
[flow/constraint.sdc]
current_design UART_MEM

set clk_period 351.6
set clk_io_pct 0.2

create_clock -name clk0 -period $clk_period [get_ports {clk}]

set non_clock_inputs [all_inputs -no_clocks]
set_input_delay [expr $clk_period * $clk_io_pct] -clock clk0 $non_clock_inputs
set_output_delay [expr $clk_period * $clk_io_pct] -clock clk0 [all_outputs]
[flow/design.v]
`timescale 1ns / 1ps
module UART_MEM(
    input clk,       
    input rst,       
    input mem2uart,  
    output reg recv_done,    
    output reg send_done,    
    input Rx_Serial,
    output Tx_Serial
    );
    parameter CLKS_PER_BIT = 16'd868;   
    parameter MEM_SIZE = 512;
    wire Rx_DV;
    wire [7:0] Rx_Byte;
    uart_rx #(.CLKS_PER_BIT(CLKS_PER_BIT)) uart_rx_inst
        (.i_Clock(clk),
         .i_Rx_Serial(Rx_Serial),
         .o_Rx_DV(Rx_DV),
         .o_Rx_Byte(Rx_Byte)
         );
    reg Tx_DV;
    reg [7:0] Tx_Byte;
    wire Tx_Active;
    wire Tx_Done;
    uart_tx #(.CLKS_PER_BIT(CLKS_PER_BIT)) uart_tx_inst
        (.i_Clock(clk),
         .i_Tx_DV(Tx_DV),
         .i_Tx_Byte(Tx_Byte),
         .o_Tx_Active(Tx_Active),
         .o_Tx_Serial(Tx_Serial),
         .o_Tx_Done(Tx_Done)
         );
    reg [15:0] addr0;
    reg rd_en0;
    reg wr_en0;
    wire [31:0] rdata0;
    reg [31:0] wdata0;
    mem #(.MEM_SIZE(MEM_SIZE)) mem0 (
        .clk(clk),  
        .addr(addr0), 
        .rd_en(rd_en0), 
        .wr_en(wr_en0), 
        .rdata(rdata0), 
        .wdata(wdata0)
        );
    reg [15:0] addr1;
    reg rd_en1;
    reg wr_en1;
    wire [31:0] rdata1;
    reg [31:0] wdata1;
    mem #(.MEM_SIZE(MEM_SIZE)) mem1 (
        .clk(clk), 
        .addr(addr1), 
        .rd_en(1'b1), 
        .wr_en(wr_en1), 
        .rdata(rdata1), 
        .wdata(wdata1)
        );
    reg [2:0] byte_cnt;
    reg [31:0] word;
    reg [31:0] cntByteTime;
    always@(posedge clk)begin
        if(rst)begin
            addr0 <= 16'd0;
            rd_en0 <= 1'b0;
            wr_en0 <= 1'b0;
            wdata0 <= 32'd0;
            addr1 <= 16'd0;
            rd_en1 <= 1'b0;
            wr_en1 <= 1'b0;
            wdata1 <= 32'd0;
            byte_cnt <= 3'd0;
            word <= 32'd0;
            recv_done <= 1'b0;
            cntByteTime <= 32'd0;
            Tx_DV <= 1'b0;
            Tx_Byte <= 8'd0;
            send_done <= 1'b0;
        end
        else
        begin
            if(Rx_DV)begin
                if(byte_cnt == 3'd3)begin
                    byte_cnt <= 3'd0;
                    if(addr0 < MEM_SIZE)begin
                        addr0 <= addr0+1'b1;
                        wr_en0 <= 1'b1;
                        wr_en1 <= 1'b0;
                        wdata0 <= {Rx_Byte,word[23:0]};
                    end
                    else begin
                        if(addr1 < MEM_SIZE)begin
                            addr1 <= addr1+1'b1;
                            wr_en0 <= 1'b0;
                            wr_en1 <= 1'b1;
                            wdata1 <= {Rx_Byte,word[23:0]};
                        end
                    end
                end
                else begin
                    byte_cnt <= byte_cnt+1'b1;
                    if(byte_cnt==3'd0) word[7:0] <= Rx_Byte;
                    else if(byte_cnt==3'd1) word[15:8] <= Rx_Byte;
                    else if(byte_cnt==3'd2) word[23:16] <= Rx_Byte;
                    else;
                    wr_en0 <= 1'b0;
                    wr_en1 <= 1'b0;
                end
            end
            else begin
                wr_en0 <= 1'b0;
                wr_en1 <= 1'b0;
                if(addr1 == MEM_SIZE && recv_done == 1'b0)begin   
                    recv_done <= 1'b1;
                    addr1 <= 16'd0;
                    byte_cnt <= 3'd0;
                end
            end
            if(mem2uart==1'b1)begin
                if(cntByteTime == CLKS_PER_BIT*20 && send_done==1'b0)begin   
                    cntByteTime <= 32'd0;
                    if(addr1 != 16'd0) Tx_DV <= 1'b1;
                    if(byte_cnt==3'd0) Tx_Byte <= rdata1[7:0];
                    else if(byte_cnt==3'd1) Tx_Byte <= rdata1[15:8];
                    else if(byte_cnt==3'd2) Tx_Byte <= rdata1[23:16];
                    else if(byte_cnt==3'd3) Tx_Byte <= rdata1[31:24];
                    else;
                    if(byte_cnt == 3'd3)begin
                        byte_cnt <= 3'd0;
                        if(addr1 < MEM_SIZE)begin
                            addr1 <= addr1+1'b1;
                        end
                        else begin
                            send_done <= 1'b1;
                        end
                    end
                    else begin
                        byte_cnt <= byte_cnt+1'b1;    
                    end
                end
                else begin
                    cntByteTime <= cntByteTime+1'b1;         
                    Tx_DV <= 1'b0;
                end
            end       
        end
    end
    initial
    begin
        recv_done = 1'b0;
        send_done = 1'b0;
        Tx_DV = 1'b0;
        Tx_Byte = 8'b0;
        addr0 = 16'b0;
        rd_en0 = 1'b0;
        wr_en0 = 1'b0;
        wdata0 = 32'b0;
        addr1 = 16'b0;
        rd_en1 = 1'b0;
        wr_en1 = 1'b0;
        wdata1 = 32'b0;
        byte_cnt = 3'b0;
        word = 32'b0;
        cntByteTime = 32'b0;
    end
endmodule
`timescale 1ns / 1ps
module mem
#(parameter MEM_SIZE = 512)
(
    input clk,
    input [15:0] addr,
    input rd_en,
    input wr_en,
    output reg [31:0] rdata,
    input [31:0] wdata
    );
    reg [31:0] memData [MEM_SIZE:1];
    always@(posedge clk)begin
     begin
            if(wr_en) memData[addr] <= wdata;
            if(rd_en)  rdata <=  memData[addr];
            else rdata<= 32'd0; 
        end
    end
    integer i;
    initial
    begin
        for (i = 1; i <= 512; i = i + 1)
            memData[i] = 32'b0;
    end
endmodule
`timescale 1ns / 1ps
module uart_rx 
  #(parameter CLKS_PER_BIT = 868)
  (
   input        i_Clock,         
   input        i_Rx_Serial,
   output       o_Rx_DV,
   output [7:0] o_Rx_Byte
   );
  parameter s_IDLE         = 3'b000;
  parameter s_RX_START_BIT = 3'b001;
  parameter s_RX_DATA_BITS = 3'b010;
  parameter s_RX_STOP_BIT  = 3'b011;
  parameter s_CLEANUP      = 3'b100;
  reg           r_Rx_Data_R = 1'b1;
  reg           r_Rx_Data   = 1'b1;
  reg [15:0]    r_Clock_Count = 0;
  reg [2:0]     r_Bit_Index   = 0;  
  reg [7:0]     r_Rx_Byte     = 0;
  reg           r_Rx_DV       = 0;
  reg [2:0]     r_SM_Main     = 0;
  always @(posedge i_Clock)
    begin
      r_Rx_Data_R <= i_Rx_Serial;
      r_Rx_Data   <= r_Rx_Data_R;
    end
  always @(posedge i_Clock)
    begin
      case (r_SM_Main)
        s_IDLE :
          begin
            r_Rx_DV       <= 1'b0;
            r_Clock_Count <= 0;
            r_Bit_Index   <= 0;
            if (r_Rx_Data == 1'b0)           
              r_SM_Main <= s_RX_START_BIT;
            else
              r_SM_Main <= s_IDLE;
          end
        s_RX_START_BIT :
          begin
            if (r_Clock_Count == (CLKS_PER_BIT-1)/2)
              begin
                if (r_Rx_Data == 1'b0)
                  begin
                    r_Clock_Count <= 0;   
                    r_SM_Main     <= s_RX_DATA_BITS;
                  end
                else
                  r_SM_Main <= s_IDLE;
              end
            else
              begin
                r_Clock_Count <= r_Clock_Count + 1;
                r_SM_Main     <= s_RX_START_BIT;
              end
          end  
        s_RX_DATA_BITS :
          begin
            if (r_Clock_Count < CLKS_PER_BIT-1)
              begin
                r_Clock_Count <= r_Clock_Count + 1;
                r_SM_Main     <= s_RX_DATA_BITS;
              end
            else
              begin
                r_Clock_Count          <= 0;
                r_Rx_Byte[r_Bit_Index] <= r_Rx_Data;
                if (r_Bit_Index < 7)
                  begin
                    r_Bit_Index <= r_Bit_Index + 1;
                    r_SM_Main   <= s_RX_DATA_BITS;
                  end
                else
                  begin
                    r_Bit_Index <= 0;
                    r_SM_Main   <= s_RX_STOP_BIT;
                  end
              end
          end  
        s_RX_STOP_BIT :
          begin
            if (r_Clock_Count < CLKS_PER_BIT-1)
              begin
                r_Clock_Count <= r_Clock_Count + 1;
                r_SM_Main     <= s_RX_STOP_BIT;
              end
            else
              begin
                r_Rx_DV       <= 1'b1;
                r_Clock_Count <= 0;
                r_SM_Main     <= s_CLEANUP;
              end
          end  
        s_CLEANUP :
          begin
            r_SM_Main <= s_IDLE;
            r_Rx_DV   <= 1'b0;
          end
        default :
          r_SM_Main <= s_IDLE;
      endcase
    end   
  assign o_Rx_DV   = r_Rx_DV;
  assign o_Rx_Byte = r_Rx_Byte;
endmodule  
`timescale 1ns / 1ps
module uart_tx 
  #(parameter CLKS_PER_BIT = 868)
  (
   input       i_Clock,
   input       i_Tx_DV,
   input [7:0] i_Tx_Byte, 
   output      o_Tx_Active,
   output reg  o_Tx_Serial,
   output      o_Tx_Done
   );
  parameter s_IDLE         = 3'b000;
  parameter s_TX_START_BIT = 3'b001;
  parameter s_TX_DATA_BITS = 3'b010;
  parameter s_TX_STOP_BIT  = 3'b011;
  parameter s_CLEANUP      = 3'b100;
  reg [2:0]    r_SM_Main     = 0;
  reg [15:0]   r_Clock_Count = 0;
  reg [2:0]    r_Bit_Index   = 0;
  reg [7:0]    r_Tx_Data     = 0;
  reg          r_Tx_Done     = 0;
  reg          r_Tx_Active   = 0;
  always @(posedge i_Clock)
    begin
      case (r_SM_Main)
        s_IDLE :
          begin
            o_Tx_Serial   <= 1'b1;          
            r_Tx_Done     <= 1'b0;
            r_Clock_Count <= 0;
            r_Bit_Index   <= 0;
            if (i_Tx_DV == 1'b1)
              begin
                r_Tx_Active <= 1'b1;
                r_Tx_Data   <= i_Tx_Byte;
                r_SM_Main   <= s_TX_START_BIT;
              end
            else
              r_SM_Main <= s_IDLE;
          end  
        s_TX_START_BIT :
          begin
            o_Tx_Serial <= 1'b0;
            if (r_Clock_Count < CLKS_PER_BIT-1)
              begin
                r_Clock_Count <= r_Clock_Count + 1;
                r_SM_Main     <= s_TX_START_BIT;
              end
            else
              begin
                r_Clock_Count <= 0;
                r_SM_Main     <= s_TX_DATA_BITS;
              end
          end  
        s_TX_DATA_BITS :
          begin
            o_Tx_Serial <= r_Tx_Data[r_Bit_Index];
            if (r_Clock_Count < CLKS_PER_BIT-1)
              begin
                r_Clock_Count <= r_Clock_Count + 1;
                r_SM_Main     <= s_TX_DATA_BITS;
              end
            else
              begin
                r_Clock_Count <= 0;
                if (r_Bit_Index < 7)
                  begin
                    r_Bit_Index <= r_Bit_Index + 1;
                    r_SM_Main   <= s_TX_DATA_BITS;
                  end
                else
                  begin
                    r_Bit_Index <= 0;
                    r_SM_Main   <= s_TX_STOP_BIT;
                  end
              end
          end  
        s_TX_STOP_BIT :
          begin
            o_Tx_Serial <= 1'b1;
            if (r_Clock_Count < CLKS_PER_BIT-1)
              begin
                r_Clock_Count <= r_Clock_Count + 1;
                r_SM_Main     <= s_TX_STOP_BIT;
              end
            else
              begin
                r_Tx_Done     <= 1'b1;
                r_Clock_Count <= 0;
                r_SM_Main     <= s_CLEANUP;
                r_Tx_Active   <= 1'b0;
              end
          end  
        s_CLEANUP :
          begin
            r_Tx_Done <= 1'b1;
            r_SM_Main <= s_IDLE;
          end
        default :
          r_SM_Main <= s_IDLE;
      endcase
    end
  assign o_Tx_Active = r_Tx_Active;
  assign o_Tx_Done   = r_Tx_Done;
endmodule
[flow/run.sh]
#!/bin/bash
# OpenROAD 26Q1-2900-gdf79404cd8, Yosys 0.63+post, stock flow scripts
make -C /OpenROAD-flow-scripts/flow DESIGN_CONFIG=/design/flow/config.mk WORK_HOME=/design/flow/orfs finish
==> datasheet_impl.txt <==
Summary of implementation characteristics

Parameter                              Value

Route
  Wirelength per Cell .................. between 40 and 50 um
  Residual DRC .................. 0
  Mean number of vias per cell .................. between 6 and 7
  Number of detailed-route iterations in the first pass .................. 8
  Iteration-0 DRC count of the detailed router .................. approximately 26000
  DR vias .................. approximately 350k
  Routed Antenna Nets .................. 0
  Total wire length after detailed routing .................. around 2200000 um

Synth
  Post-Synthesis Cells .................. around 34000
  Post-synthesis sequential element count .................. roughly 17000
  Fraction of registers with async set or reset after synthesis .................. 0%
  Synthesized area divided by synthesized cell count .................. 18.9 um2
  Top cell type's share of synthesized area .................. 77.8%
  Most instantiated cells after synthesis .................. sky130_fd_sc_hd__edfxtp_1 (16400), sky130_fd_sc_hd__mux2i_1 (6907), sky130_fd_sc_hd__o22ai_1 (3246)
  Cell with the most instances after synthesis .................. sky130_fd_sc_hd__edfxtp_1
  Main area contributors .................. sky130_fd_sc_hd__edfxtp_1 (78%), sky130_fd_sc_hd__mux2i_1 (11%), sky130_fd_sc_hd__o22ai_1 (3.2%), sky130_fd_sc_hd__mux4_2 (2.2%), sky130_fd_sc_hd__buf_2 (0.83%)
  Number of enable flip-flop cells .................. between 15000 and 20000
  Yosys Chip Area .................. ~630000 um2
  Area leader, netlist .................. sky130_fd_sc_hd__edfxtp_1
  Yosys warns .................. 4
  Part of the Yosys area used for sequential elements .................. between 70% and 80%
  Count of unique library cells instantiated by Yosys .................. 87
  Cell Area, Synth .................. around 630000 um2
  Number of standard cells reported by yosys .................. 33500
  Dominant flop cell .................. sky130_fd_sc_hd__edfxtp_1

Worst hold path
  WHS Path Cells .................. 2
  Hold WC Path Type .................. register to register
  Startpoint of the worst hold path .................. word[19]
  Worst hold path endpoint .................. wdata1[19]

Global route
  Via count of the first global-routing pass .................. 357000
  Global-route wire length before repair .................. slightly below 3000000 um
  Met3 Usage GRT .................. about 40%
  M1 GR Usage .................. around 40%
  Final global-route overflow total .................. 0
  Largest net degree at the start of global routing .................. 130
  Layer with the highest usage after global routing .................. met2
  Total track usage .................. approximately two fifths
  Antenna violations before repair .................. around 200
  GR met2 Demand/Resource .................. ~50%

Worst setup path
  Critical-path top delay cell .................. sky130_fd_sc_hd__clkdlybuf4s50_1
  Critical Path Sink Type .................. output port
  Crit-path max FO .................. 3
  Delay of the slowest cell on the worst path .................. 0.51 ns
  CP bufs+invs .................. 1
  Slack of the worst reg-to-reg path .................. between 300 and 400 ns
  Critical path arrival .................. 2.41 ns
  Worst flop-to-flop path endpoint .................. mem1.rdata[29]
  Crit Path Class .................. register to output port
  Worst path required time .................. ~280 ns
  R2R Path Start .................. addr1[1]
  Crit-path cells .................. clkdlybuf4s50_1
  Register-to-Register Path Depth .................. 18
  Cell type group with the largest total delay on the critical path .................. buffers and inverters
  Startpoint types .................. register

Pwr
  Combinational Power Share .................. 0%
  VDD IR-drop max .................. 0.00486 mV
  Leakage .................. about 220 nW
  Clock share of power .................. 45.0%
  Power Dens Cells .................. 5.40 nW/um2
  Design internal power .................. between 3 and 4 mW
  Sequential share of power .................. between 50% and 60%
  Total net switching power .................. about 0.75 mW
  Fraction of power spent switching nets .................. about a fifth

Clocking
  CTS tree .................. yes
  # clock sinks .................. ~17000
  Buffer depth of the longest clock path .................. 6
  H-tree level count .................. 7
  Root buffer cell .................. sky130_fd_sc_hd__clkbuf_16
  Count of hold-fix buffers inserted at cts .................. 0
  Clock transition at the registers of the reported paths .................. about 0.060 ns
  Total of cells resized after clock tree synthesis .................. 0
  Postcts setup bufs .................. 0
  Number of clock buffers inserted by TritonCTS .................. 1743
  Later-pin clock latency in the skew report .................. 1.41 ns

Final timing
  Smallest hold slack .................. ~0.45 ns
  Layout Skew .................. between 0.1 and 0.15 ns
  Final Max Tran Viols .................. 0
  Period utilisation layout .................. between 20% and 30%
  Setup Total Neg Slack .................. 0 ns
  Pin slew with the least headroom to its limit .................. 1.48 ns
  Count of final setup violators .................. 0
  Final period demand of the worst path .................. just over 70 ns
  Relative max-transition margin .................. less than 1%
  RSZ-0062 raised after global routing .................. no
  Hold violation total from the final report .................. 0
  Maximum operating frequency .................. around 0.014 GHz

Floorplanning
  Chip Footprint .................. 1270000 um2
  Initial Utilization .................. 50.2%
  Width of the chip .................. roughly 1100 um
  Placeable core region .................. around 1300000 um2
  Die height .................. between 1000 and 1500 um
  Placement Rows .................. approximately 410
  I/O Pins .................. 7

Placement
  Port-buffer cells .................. 6
  Placed wire-length estimate after detailed placement .................. roughly 1300000 um
  Routability congestion estimate from global placement .................. about 0.98

Final layout
  Synth-to-Final Area Change .................. 13.8%
  Layout fillers .................. approximately 91000
  Proportion of layout cells with a drive suffix above 1 .................. roughly 16%

Outcome
  Result of the run .................. complete, no violations

Run
  Maxcap violations .................. 0
  Count of warning messages emitted by the tools .................. 66
[layout make-up]
class / count / area, um2 / share of cell area [%]
clock buffers: 2143 / 45800 / 6.35
flip-flops and latches: 16600 / 497000 / 68.9
inverters: 28 / 138 / 0.0191
multi-input cells: 14900 / 132000 / 18.3
repair buffers: 2098 / 16400 / 2.27
well taps: 16800 / 21000 / 2.91
diodes: 487 / 1220 / 0.169
clock inverters: 940 / 7760 / 1.08
[flip-flops by register name, summed over array words and instances (netlist names), 3 cells and up]
register / flops
uart_rx_inst.r_Bit_Index: 3
mem1.memData: 16384
uart_tx_inst.r_Clock_Count: 16
uart_rx_inst.r_Clock_Count: 16
addr1: 16
byte_cnt: 3
wdata1: 32
cntByteTime: 32
uart_rx_inst.r_Rx_Byte: 8
word: 24
Tx_Byte: 8
uart_tx_inst.r_Bit_Index: 3
uart_rx_inst.r_SM_Main: 3
mem1.rdata: 32
uart_tx_inst.r_SM_Main: 3
addr0: 16
uart_tx_inst.r_Tx_Data: 8
[per-stage QoR]
step	setup WS, ns	power, mW	std cells	utilization [%]	cell area [um2]
after floorplan	279.70	2.19	33500	-	634000
after global placement	278.24	2.19	50400	52.7	667000
after detailed placement	278.45	2.19	50400	52.7	667000
after CTS	278.75	3.91	53500	57.0	720000
after global routing	278.80	3.98	53900	57.0	721000
final	278.87	3.90	54000	57.1	722000
[cells by family (layout without fill, tap and decap cells)]
| kind of cell | Yosys count | in the layout | share of synthesized area [%] |
|---|---|---|---|
| flops | 16600 | 16600 | 78.4 |
| compound gates | 4346 | 4346 | 4.30 |
| xor+xnor | 67 | 67 | 0.0925 |
| other cells | 1 | 493 | 0.000591 |
| buf+inv | 2004 | 5209 | 1.65 |
| fa+ha+maj | 19 | 19 | 0.0375 |
| mux | 7709 | 7709 | 13.4 |
| simple gates | 2743 | 2743 | 2.12 |
[metal layers]
| metal | part of all wire (%) | wire [um] |
|---|---|---|
| met5 | 1.0 | 22300 |
| met4 | 6.8 | 150000 |
| met3 | 23 | 520000 |
| met2 | 42 | 944000 |
| met1 | 26 | 587000 |
[power groups by stage]
stage	logic [mW]	clock network [mW]	registers (mW)
finish	0.00104	1.76	2.14
global route	0.00110	1.84	2.14
CTS	0.00106	1.77	2.14
[how the worst max path moves through the flow]
stage	to	startpoint	cells past startpoint
6_report	send_done	send_done	1
5_1_grt	send_done	send_done	1
4_1_cts	send_done	send_done	1
[placed cells by master (no fill, tap or decap), types with 278 or more instances in the layout]
| master | instances |
|---|---|
| sky130_fd_sc_hd__nor2_1 | 291 |
| sky130_fd_sc_hd__diode_2 | 487 |
| sky130_fd_sc_hd__clkinv_1 | 435 |
| sky130_fd_sc_hd__clkinv_2 | 294 |
| sky130_fd_sc_hd__mux4_2 | 621 |
| sky130_fd_sc_hd__clkbuf_16 | 1771 |
| sky130_fd_sc_hd__nor2_4 | 535 |
| sky130_fd_sc_hd__clkbuf_1 | 363 |
| sky130_fd_sc_hd__nand3_1 | 278 |
| sky130_fd_sc_hd__buf_4 | 2040 |
| sky130_fd_sc_hd__nand2_1 | 452 |
| sky130_fd_sc_hd__mux2i_1 | 6907 |
| sky130_fd_sc_hd__o22ai_1 | 3246 |
| sky130_fd_sc_hd__nor4_1 | 684 |
| sky130_fd_sc_hd__edfxtp_1 | 16400 |
| sky130_fd_sc_hd__a21oi_1 | 339 |
[worst min-delay path, cell delays in order, from the launching register on]
cell                      delay, ns
sky130_fd_sc_hd__dfxtp_1       0.31
sky130_fd_sc_hd__nand2_1       0.05
sky130_fd_sc_hd__a21oi_1       0.05
Power figures rest on the tool's default switching activity, not on a simulated workload.
