==> design.v <==
module LED7(
	din,
	dout
);
input 	[3:0]	din;
output 	[6:0] 	dout;
wire [6:0] dout;
assign	dout=(din==4'h0)?7'b0111111:
             (din==4'h1)?7'b0000110:
             (din==4'h2)?7'b1011011:
             (din==4'h3)?7'b1001111:
             (din==4'h4)?7'b1100110:
             (din==4'h5)?7'b1101101:
             (din==4'h6)?7'b1111101:
             (din==4'h7)?7'b0000111:
             (din==4'h8)?7'b1111111:
             (din==4'h9)?7'b1101111:7'b0;
endmodule
module clock (sysclk, clk);
    input sysclk;
    output clk;
    reg clk_temp;
    reg [12:0] counter;
    assign clk = clk_temp;
    always @(posedge sysclk)
    begin
        if (counter >= 13'b1_0011_1000_1000)
        begin
            counter <= 13'b0;
            clk_temp <= ~clk_temp;
        end
        else
            counter <= counter + 1'b1;
    end
    initial
    begin
        clk_temp = 1'b0;
        counter = 13'b0;
    end
endmodule
module top (sysclk, key, res, an, leds, state);
    input sysclk;
    input key;
    input res;
    output [3:0] an;
    output [7:0] leds;
    output state;
    reg [3:0] an;
    wire [7:0] leds;
    wire clk;
    reg [13:0] count;
    reg [15:0] bcd;
    reg [1:0] an_temp;
    reg [3:0] temp_led;
    reg [2:0] temp_state;
    assign state = temp_state[0];
    clock newclock(sysclk, clk);
    always @(posedge res or posedge clk)
    begin
        if (res)
        begin
            temp_state <= 2'b0;
            count <= 10'b0;
            an <= 4'b0;
        end
        else
            if(temp_state == 2'b0)
                if(count < 14'b10_0111_0001_0000)
                    count <= count + 1'b1;
                else
                begin
                    temp_state <= 2'b01;
                    count <= 10'b0;
                    bcd <= 16'b0;
                end
            else if(temp_state == 2'b01)
                if (key == 1'b0)
                begin
                    if (bcd[3:0] == 4'b1001)
                    begin
                        bcd[3:0] <= 4'b0;
                        if (bcd[7:4] == 4'b1001)
                        begin
                            bcd[7:4] <= 4'b0;
                            if (bcd[11:8] == 4'b1001)
                            begin
                                bcd[11:8] <= 4'b0;
                                if (bcd[15:12] == 4'b1001)
                                    begin
                                        temp_state <= 2'b10;
                                        bcd <= 16'b1001_1001_1001_1001;
                                    end
                                else bcd[15:12] <= bcd[15:12] + 1'b1;
                            end
                            else bcd[11:8] <= bcd[11:8] + 1'b1;
                        end
                        else bcd[7:4] <= bcd[7:4] + 1'b1;
                    end
                    else bcd[3:0] <= bcd[3:0] + 1'b1;
                    an_temp <= an_temp + 1'b1;
                    an <= (4'b0001 << an_temp);
                    case (an_temp)
                        2'b00: temp_led <= bcd[3:0];
                        2'b01: temp_led <= bcd[7:4];
                        2'b10: temp_led <= bcd[11:8];
                        2'b11: temp_led <= bcd[15:12];
                        default: temp_led <= 4'b0;
                    endcase
                end
                else
                begin
                temp_state <= 2'b10;
                count <= 10'b0;
                end
            else
            begin
                an_temp <= an_temp + 1'b1;
                an <= (4'b0001 << an_temp);
                case (an_temp)
                    2'b00: temp_led <= bcd[3:0];
                    2'b01: temp_led <= bcd[7:4];
                    2'b10: temp_led <= bcd[11:8];
                    2'b11: temp_led <= bcd[15:12];
                    default: temp_led <= 4'b0;
                endcase
            end
    end
    LED7 led7(temp_led, leds[6:0]);
    assign leds[7] = an[1];
    initial 
    begin
        an = 4'b0;
        count = 14'b0;
        bcd = 16'b0;
        an_temp = 2'b0;
        temp_led = 4'b0;
        temp_state = 2'b0;
    end
endmodule
==> run.sh <==
#!/bin/bash
# OpenROAD 26Q1-2900-gdf79404cd8, Yosys 0.63+post, stock flow scripts
make -C /OpenROAD-flow-scripts/flow DESIGN_CONFIG=/design/flow/config.mk WORK_HOME=/design/flow/orfs finish
==> config.mk <==
export PLATFORM = sky130hd
export DESIGN_NAME = top
export DESIGN_NICKNAME = top
export VERILOG_FILES = /design/flow/design.v
export SDC_FILE = /design/flow/constraint.sdc
export NUM_CORES = 4
export LEC_CHECK = 1
export CORE_UTILIZATION = 50
==> constraint.sdc <==
current_design top

set clk_period 2.7
set clk_io_pct 0.2

create_clock -name clk0 -period $clk_period [get_ports {sysclk}]

set non_clock_inputs [all_inputs -no_clocks]
set_input_delay [expr $clk_period * $clk_io_pct] -clock clk0 $non_clock_inputs
set_output_delay [expr $clk_period * $clk_io_pct] -clock clk0 [all_outputs]
==> datasheet_impl.txt <==
Physical design parameters

Parameter                              Value

Clock network
  CTS clk-pin slew, worst paths    ~0.06 ns
  Post-cts resize count    0
  Maximum count of clock buffers along a single path    2
  Late-Pin Clk Latency    between 0.2 and 0.25 ns
  TritonCTS clock tree    yes
  Post-cts hold buffer count    0
  CTS H-tree depth    1
  Library cell used as clock root buffer    sky130_fd_sc_hd__clkbuf_8
  Inserted Clock Buffers    3
  Number of setup buffers added after CTS    0

Critical path
  Worst setup endpoint    newclock.clk_temp
  Worst setup SP type    register
  Path depth of the worst reg2reg path    3
  Critical path endpoint category    register
  CP Data Required Time    2.59 ns
  Setup slack of the worst register-to-register path    between 1 and 1.5 ns
  Critical path origin    newclock.counter[7]
  Largest fanout on the critical path    12
  R2R Path Start    newclock.counter[7]
  Reg-to-Reg End    newclock.clk_temp
  Setup Crit Path Kind    register to register
  Data arrival time of the worst path    approximately 1.4 ns

Drt
  DRT Wirelength    5106 um
  Antenna Diode Count    0
  DRC violation count after routing    0
  First-iteration detailed-routing DRC count    roughly 130
  Detailed-routing iteration count for the pre-antenna-repair pass    5
  Detail-routed net length per standard cell    13.09 um
  Via total after detailed routing    2,126
  Count of antenna-violating nets left after detailed routing    0
  Via density per instance    ~5.5

STA
  Setup-failing EPs final    0
  Slew margin rel.    a little under half
  Number of register pins that no clock reaches    about 42
  Setup slack after layout    ~1.2 ns
  Slew at the pin closest to its max-slew limit    about 0.8 ns
  Hold Vio Cnt, Final    0
  Maximum frequency from static timing analysis    between 600 and 700 MHz
  Count of endpoints without a timing constraint    77
  Post-layout period usage    a little over half
  Total Negative Setup Slacks    0 ns
  Worst clock skew    roughly 0.0047 ns
  Unrepaired setup endpoints after global routing    false
  Final tally of max-slew violations    0
  Post-route minimum period    1.473 ns

Floorplanning
  Core Util at FP    around 53%
  Chip Footprint    around 0.0063 sq mm
  Die y size    79.16 um
  I/O pin count    16
  Area of the placeable core    about 0.0056 sq mm
  Width of the die    79.16 um
  Number of rows created at floorplan    27

Placed design
  Post-placement cell area    about 0.0032 sq mm
  Place WS    between 1 and 1.5 ns
  Routability Congestion    a little over 0.9
  HPWL after detailed placement    3782 um
  Port buffer count    15

Outcome
  Outcome    finished, final reports clean

Global route
  Antenna violations before repair    0
  Overall track demand over capacity in global routing    a little under a fifth
  First-pass GRT wire length    9094 um
  GRT overflow    0
  Vias in the first global route    2,008
  Largest net degree at the start of global routing    around 43

Final layout
  Final Core Density    57.39%
  Share of final-layout standard cells stronger than drive strength 1    approximately 4.4%
  Fill cell instance count of the final layout    498
  Area added between synthesis and finish    8.113%
  Cell area after layout    between 0.003 and 0.004 sq mm

Synth
  Primary flip-flop cell chosen by synthesis mapping    sky130_fd_sc_hd__edfxtp_1
  Syn Area/Cell    9.633 sq um
  YS chip area    0.002977 sq mm
  YS warnings    2
  Cells after synthesis    309
  Synth Seq Share    roughly half
  Number of distinct library cells after synthesis    approximately 42
  Cell Area, Synth    0.002977 sq mm
  Number of enable-type register cells in the synthesized netlist    23
  # Cells Yosys    309
  Flop and latch count out of synthesis    roughly 56
  Post-synthesis async set-or-reset flop share    a little over a third

Power and ir drop
  Cell Pwr Density    between 100 and 150 mW/mm^2
  Leakage Power    about 0.0012 uW
  IR drop worst, VDD    292.0 uV

Worst hold path
  Kind of path behind the tightest hold check    register to register
  Hold Path Cell Cnt    1

Run
  Max-cap check violation count    0
  OpenROAD warnings    35
[layer usage]
| metal | share of wire (%) | track usage [%] |
|---|---|---|
| met2 | 43 | 28.10 |
| met1 | 53 | 34.29 |
| met5 | 0 | 0 |
| met3 | 3.6 | 1.167 |
| met4 | 0.24 | 0.9091 |
[per-stage QoR]
stage	power (uW)	cells	hold slack, ns
2_1_floorplan	217.9	309	0.4218
3_3_place_gp	224.1	386	0.4446
3_5_place_dp	223.9	386	0.4626
4_1_cts	394.6	390	0.4667
5_1_grt	404.6	390	0.5020
6_report	389.4	390	0.4602
[registers in the layout, summed over array words and instances, names as in the netlist]
| signal | cells |
|---|---|
| count | 14 |
| newclock.counter | 13 |
| bcd | 16 |
| temp_state | 2 |
| temp_led | 4 |
| an | 4 |
| an_temp | 2 |
| newclock.clk_temp | 1 |
[how the worst min path moves through the flow]
stage,startpoint,endpoint
after CTS,newclock.counter[12],newclock.counter[11]
after global routing,newclock.counter[12],newclock.counter[11]
final,newclock.counter[12],newclock.counter[11]
[critical path, stage by stage, from the launching register on]
cell and delay [ns]:
sky130_fd_sc_hd__dfxtp_1 0.41, sky130_fd_sc_hd__nand3_1 0.15, sky130_fd_sc_hd__nor2_1 0.16, sky130_fd_sc_hd__o31a_1 0.41
[synth_stat cells, drive strengths merged (5+ instances only)]
cell / instances / area share, %
nor2: 35 / 4.4
nand2: 32 / 4.0
edfxtp: 23 / 23
dfrtp: 20 / 17
inv: 19 / 2.4
a21oi: 18 / 3.0
ha: 15 / 6.3
nand3: 15 / 2.5
xnor2: 14 / 4.1
dfxtp: 13 / 8.7
nor4: 9 / 1.9
clkbuf: 8 / 1.0
o21ai: 8 / 1.3
nor3: 7 / 1.2
or4: 6 / 1.5
mux2i: 5 / 1.7
nand2b: 5 / 1.1
nand3b: 5 / 1.3
or2: 5 / 1.1
xor2: 5 / 1.5
[final cells by class]
cell class                      instances  area [sq um]  share of cell area, %
Tap cell                               72         90.09                  2.799
Timing Repair Buffer                   17         165.2                  5.132
Clock buffer                            4         45.04                  1.400
Sequential cell                        56          1451                  45.10
Inverter                               19         71.32                  2.216
Multi-Input combinational cell        222          1395                  43.35
[cell usage in the layout (no fill, tap or decap), types with 6 or more instances in the layout]
| master | synthesis | final |
|---|---|---|
| sky130_fd_sc_hd__ha_1 | 15 | 15 |
| sky130_fd_sc_hd__nor2_1 | 35 | 35 |
| sky130_fd_sc_hd__nand2_1 | 32 | 32 |
| sky130_fd_sc_hd__dfrtp_1 | 20 | 20 |
| sky130_fd_sc_hd__xnor2_1 | 14 | 14 |
| sky130_fd_sc_hd__nor4_1 | 9 | 9 |
| sky130_fd_sc_hd__nand3_1 | 15 | 15 |
| sky130_fd_sc_hd__edfxtp_1 | 23 | 23 |
| sky130_fd_sc_hd__or4_1 | 6 | 6 |
| sky130_fd_sc_hd__nor3_1 | 7 | 7 |
| sky130_fd_sc_hd__inv_1 | 19 | 19 |
| sky130_fd_sc_hd__clkdlybuf4s50_1 | 0 | 15 |
| sky130_fd_sc_hd__a21oi_1 | 18 | 18 |
| sky130_fd_sc_hd__o21ai_0 | 8 | 8 |
| sky130_fd_sc_hd__dfxtp_1 | 13 | 13 |
[kinds of logic (layout without fill, tap and decap cells)]
kind of cell	after synthesis	in the layout	synth area share (%)
AND-OR/OR-AND	46	46	9.752
XOR/XNOR	19	19	5.591
adder cells (fa/ha/maj)	15	15	6.305
buffers and inverters	31	40	4.372
flip-flops	56	56	48.76
multiplexers	6	6	2.060
AND/OR/NAND/NOR	136	136	23.16
[power breakdown]
| group | switching, uW | internal, uW |
|---|---|---|
| Combinational | 7.63 | 2.98 |
| Clock | 66.3 | 104 |
| Sequential | 0 | 209 |
| Total | 74.0 | 315 |
No activity file was given, so power comes from the tool's default toggle rates.
